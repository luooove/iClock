===== /design/flow/run.sh =====
#!/bin/bash
# OpenROAD 26Q1-2900-gdf79404cd8, Yosys 0.63+post, stock flow scripts
make -C /OpenROAD-flow-scripts/flow DESIGN_CONFIG=/design/flow/config.mk WORK_HOME=/design/flow/orfs finish

===== /design/flow/config.mk =====
export PLATFORM = sky130hd
export DESIGN_NAME = get_key
export DESIGN_NICKNAME = get_key
export VERILOG_FILES = /design/flow/design.v
export SDC_FILE = /design/flow/constraint.sdc
export NUM_CORES = 4
export LEC_CHECK = 1
export CORE_UTILIZATION = 30

===== /design/flow/constraint.sdc =====
current_design get_key

set clk_period 3.7
set clk_io_pct 0.2

create_clock -name clk0 -period $clk_period [get_ports {clk}]

set non_clock_inputs [all_inputs -no_clocks]
set_input_delay [expr $clk_period * $clk_io_pct] -clock clk0 $non_clock_inputs
set_output_delay [expr $clk_period * $clk_io_pct] -clock clk0 [all_outputs]

===== /design/flow/design.v =====
module get_key(rst_n,clk,KEY,KEY_OUT);
input clk;   
input rst_n;     
input[3:0] KEY;
output[3:0] KEY_OUT;
reg[3:0] key_rst;
always@(posedge clk or negedge rst_n)
	if(!rst_n)
		key_rst <= 4'b1111;
	else	
		key_rst <= {KEY[0],KEY[1],KEY[2],KEY[3]};
reg[3:0] key_rst_r;   
always@(posedge clk or negedge rst_n )
	if(!rst_n)
		key_rst_r <= 4'b1111;
	else
		key_rst_r <= key_rst;
wire[3:0] key_an = key_rst_r & (~key_rst);
reg[19:0] cnt;
always @(posedge clk or negedge rst_n )
	if(!rst_n)
		cnt <= 20'd0;   
	else if(key_an)
		cnt <= 20'b0;
	else
		cnt <= cnt + 1'b1;
reg[3:0] low_sw;
always @(posedge clk or negedge rst_n)
	if(!rst_n)
		low_sw <= 4'b1111;
	else if(cnt == 20'hffff)
		low_sw <= {KEY[0],KEY[1],KEY[2],KEY[3]};
reg[3:0] low_sw_r;
always @(posedge clk or negedge rst_n )
	if(!rst_n)
		low_sw_r <= 4'b1111;
	else
		low_sw_r <= low_sw;
wire[3:0] led_ctrl = low_sw_r[3:0] & (~low_sw[3:0]);
reg d1;
reg d2;
reg d3;
always @(posedge clk or negedge rst_n)
	if(!rst_n)
		begin
			d1 <= 1'b0;
			d2 <= 1'b0;
			d3 <= 1'b0;
		end
	else
		begin
			if(led_ctrl[0]) d1 <= ~d1;
			if(led_ctrl[1]) d2 <= ~d2;
			if(led_ctrl[2]) d3 <= ~d3;
		end
assign KEY_OUT[0] = d1 ? 1'b1 : 1'b0;
assign KEY_OUT[1] = d2 ? 1'b1 : 1'b0;
assign KEY_OUT[2] = d3 ? 1'b1 : 1'b0;
endmodule

==> flow_metrics.py <==
# Metrics from the implementation run
metrics = {
    "status": {
        "status": "completed",
    },
    "drt": {
        "wl_met3_um": 79,
        "drc": 0,
        "firstDrtPassIters": 4,
        "num_vias": 988,
        "wl_met1_mm": 1.24,
        "routedWlPerCell_um": 11.2,
        "met2_length_mm": 1.03,
        "routed_via_density": 4.57,
        "drtIter0Drc": 29,
        "ant_nets": 0,
        "diodes": 0,
        "drt_wl_total_mm": 2.41,
        "top_layer": "met4",
    },
    "yosys": {
        "yosysWarnings": 2,
        "ys_seq_share_pct": 60.4,
        "avgSynthCellArea_um2": 11.4,
        "ys_chip_area_um2": 1560,
        "ys_sh_adder_pct": 0.801,
        "ys_sh_xor_pct": 7.29,
        "synth_flop_count": 37,
        "postSynthCellCount": 137,
        "synth_cell_types": 26,
        "simple_gate_share_pct": 19.9,
        "top_logic_kind": "simple AND/OR/NAND/NOR gates",
        "synthMuxAreaShare_pct": 2.16,
        "ys_cells": 137,
        "synth_area_um2": 1560,
        "yosys.area_share.aoi_pct": 6.41,
    },
    "sta": {
        "tightest_slew_ns": 0.785,
        "fin_crit_sh_pct": 50.2,
        "skew_ns": 0.00806,
        "fin_tns_setup_ns": 0,
        "period_needed_ns": 1.86,
        "hold_violations": 0,
        "rsz0062_at_grt": "false",
        "max_freq_mhz": 538,
        "maxSlewHeadroom_pct": 47.7,
        "setup_viol": 0,
        "slew_violations": 0,
    },
    "final_layout": {
        "syn2layout_area_growth_pct": 14.3,
        "fill_cells": 491,
        "final_layout_size_suffix_gt1_share_pct": 20.1,
        "flop_area_um2": 943,
        "fin_area_um2": 1790,
        "comb_area_um2": 574,
    },
    "grt": {
        "overflow": 0,
        "grt_start_max_net_pins": 38,
        "grt_pass1_wl_mm": 4.40,
        "antenna_found_initial": 0,
        "grt_use_total_pct": 10.7,
        "grt_pass1_vias": 984,
    },
    "die": {
        "die_x_um": 74.2,
        "rows": 25,
        "fp.dieH_um": 74.2,
        "initial_core_util_pct": 32.0,
        "chip_area_um2": 5500,
        "core_um2": 4880,
        "ios": 10,
    },
    "setup_path": {
        "crit_buf_inv": 1,
        "startpoint_type": "register",
        "path_cells": "clkdlybuf4s50_1",
        "path_max_fanout": 2,
        "required_ns": 2.96,
        "startpoint": "d2$_DFFE_PN0P_",
        "crit_type": "reg -> out",
        "max_stage_delay_ns": 0.47,
        "crit_slowest_cell": "clkdlybuf4s50_1",
        "cp-end-kind": "output pin",
        "arrival_ns": 1.12,
        "crit_family": "buffers and inverters",
        "r2r_start": "cnt[0]$_DFF_PN0_",
    },
    "placed_design": {
        "place.gp.congestion": 0.789,
        "dpl-instance-area_um2": 1700,
        "hpwl_mm": 1.60,
        "port_buffers": 8,
    },
    "pwr": {
        "ir_drop_mv": 0.310,
        "p_per_area_nw_per_um2": 450,
        "p_leak_nw": 0.676,
    },
    "clocking": {
        "cts_htree_levels": 2,
        "clock-sinks": 37,
        "cts_resized": 0,
        "cts_max_path_buffers": 2,
        "post_cts_buffers": 0,
        "cts_hold_buffers": 0,
        "cts_tree": "yes",
        "cts_root_buf": "clkbuf_8",
        "clk_latency_ns": 0.29,
        "path_clk_slew_ns": 0.08,
        "numCtsBuffers": 5,
    },
    "job": {
        "maxCapViolCount": 0,
        "warnings": 25,
    },
    "worst_hold_path": {
        "hold_class": "reg -> reg",
        "worstHoldStart": "key_rst[3]$_DFF_PN1_",
    },
}
metal layers:
layer | up-vias | global-route usage (%)
li1 | 494 | -
met1 | 474 | 17.5
met2 | 14 | 15.1
met3 | 6 | 2.75
met4 | 0 | 2.14
met5 | - | 0
sequential cells by signal, indices dropped and copies added, names as in the netlist:
name,cells
low_sw_r,3
cnt,20
low_sw,3
d1,1
d2,1
d3,1
key_rst,4
key_rst_r,4
layout make-up:
| class | count | share of cell area (%) |
|---|---|---|
| inverters | 3 | 0.630 |
| multi-input cells | 92 | 32.1 |
| well taps | 67 | 4.69 |
| clock buffers | 5 | 3.85 |
| repair buffers | 9 | 4.62 |
| clock inverters | 3 | 1.26 |
| flip-flops and latches | 37 | 52.8 |
cells in the mapped netlist (all sizes together):
master	n	area share, %
o2111ai	1	0.56
clkbuf	1	0.24
ha	1	0.80
inv	3	0.72
dfrtp	23	37
mux2	3	2.2
dfstp	14	24
o2111a	1	0.72
and4	1	0.56
o21ai	8	2.6
or4	1	0.72
a21oi	8	2.6
buf	4	1.9
and2	1	0.40
xnor2	11	6.2
nand4	5	2.8
nand2	6	1.4
xor2	2	1.1
nor2	12	2.9
conb	1	0.24
nand2b	6	2.4
or3	9	3.6
nand3	8	2.6
nor4	3	1.2
nor3	4	1.3
final timing paths:
kind | to | depth (start not counted) | slack, ns
worst min register to register | key_rst_r[3]$_DFF_PN1_ | 0 | 0.37
worst max register to register | cnt[14]$_DFF_PN0_ | 5 | 1.90
worst max-delay path | KEY_OUT[1] | 1 | 1.84
worst min-delay path | key_rst_r[3]$_DFF_PN1_ | 0 | 0.37
max in group asynchronous | cnt[4]$_DFF_PN0_ | 1 | 2.67
min in group asynchronous | cnt[2]$_DFF_PN0_ | 1 | 0.53
per-stage QoR:
| step | setup WS, ns | hold slack [ns] | power, mW | cells | utilization (%) |
|---|---|---|---|---|---|
| final | 1.84 | 0.365 | 0.803 | 216 | 36.6 |
| after global routing | 1.76 | 0.373 | 0.849 | 216 | 36.6 |
| after CTS | 1.82 | 0.367 | 0.816 | 216 | 36.6 |
| after detailed placement | 1.92 | 0.356 | 0.535 | 208 | 34.7 |
| after global placement | 1.96 | 0.355 | 0.533 | 208 | 34.7 |
| after floorplan | 2.03 | 0.351 | 0.504 | 137 | - |
cells by family (layout without fill, tap and decap cells):
logic type,count (synthesis),in the layout
AND/OR/NAND/NOR,56,56
flip-flops,37,37
AND-OR/OR-AND,18,18
XOR/XNOR,13,13
buffers and inverters,8,20
multiplexers,3,3
adder cells (fa/ha/maj),1,1
other,1,1
power breakdown:
part           internal, mW  switching (mW)
combinational        0.0485          0.0238
clock                 0.133           0.144
sequential            0.437          0.0162
placed cells by master (no fill, tap or decap), types with 2 or more instances in the layout:
cell and instances:
a21oi_1 8, clkbuf_8 5, clkdlybuf4s50_1 7, clkinv_4 2, dfrtp_1 23, dfstp_2 14
inv_1 3, mux2_2 3, nand2_1 6, nand2b_1 6, nand3_1 8, nand4_1 3
nand4_2 2, nor2_1 12, nor3_1 4, nor4_1 3, o21ai_0 8, or3_1 9
xnor2_1 11, xor2_1 2
Power and IR drop assume default switching activity.
